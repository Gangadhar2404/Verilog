[flow/config.mk]
export PLATFORM = sky130hd
export DESIGN_NAME = RCA
export DESIGN_NICKNAME = RCA
export VERILOG_FILES = /design/flow/design.v
export SDC_FILE = /design/flow/constraint.sdc
export NUM_CORES = 4
export LEC_CHECK = 1
export CORE_AREA = 10 10 70 70
export DIE_AREA = 0 0 80 80
[flow/constraint.sdc]
current_design RCA

set clk_period 2.3
set clk_io_pct 0.2

create_clock -name clk0 -period $clk_period

set non_clock_inputs [all_inputs -no_clocks]
set_input_delay [expr $clk_period * $clk_io_pct] -clock clk0 $non_clock_inputs
set_output_delay [expr $clk_period * $clk_io_pct] -clock clk0 [all_outputs]
[flow/design.v]
module adder(a,b,cin,sum,carry);
input a,b,cin;
output sum,carry;
assign sum=a^b^cin;
assign carry =a^b&cin|a&b;
endmodule
module RCA(a,b,cin,sum,cout);
input [3:0]a,b;
input cin;
output [3:0]sum;
output cout;
wire w1,w2,w3;
adder b0(a[0],b[0],cin,sum[0],w1);
adder b1(a[1],b[1],w1,sum[1],w2);
adder b2(a[2],b[2],w2,sum[2],w3);
adder b3(a[3],b[3],w3,sum[3],cout);
endmodule
[flow/run.sh]
#!/bin/bash
# OpenROAD 26Q1-2900-gdf79404cd8, Yosys 0.63+post, stock flow scripts
make -C /OpenROAD-flow-scripts/flow DESIGN_CONFIG=/design/flow/config.mk WORK_HOME=/design/flow/orfs finish
==> metrics.cfg <==
[finish]
seqCellArea_um2 = 0
stdcell_count = 102
flops = 0
fillerInstances = 387
stdcell_area_um2 = 561
fin_util_pct = 16.4
areaGrowthSynthToFinish_pct = 104
final-comb-area_um2 = 294
drive_gt1_share_pct = 41.1
clkbuf_count = 0

[floorplanning]
dieWidth_um = 80
ioPinCount = 14
die_area_um2 = 6400
die_h_um = 80
rows = 21
fp.coreArea_um2 = 3420
fp_util_pct = 8.06

[grt]
globalRouteTotalUtil_pct = 2.70
met3_usage_pct = 1.70
antenna_found_initial = 0
busiest_layer = met1
grt_max_degree = 6
grt_pass1_vias = 344
grtUsageMet2_pct = 3.37
grt_pass1_wl_um = 1470
gr-usage-met1_pct = 3.96
overflow = 0

[final_timing]
min_period_ns = 2.35
setup_tns_ns = -0.0537
rsz0062_at_grt = yes
hold_viol = 0
drv_slew = 0
post-route-worst-setup-slack_ns = -0.0537
fmax_mhz = 425
relSlewSlack_pct = 80.5
tightestPinTransition_ns = 0.289
finalClockPeriodUsage_pct = 102
setup_viol = 1

[critical_path]
cpMaxStageDelayCell = a211o_1
cp_max_fo = 3
path_cells = buf_8, ha_4, a211o_1, a211o_1, o311ai_4, mux2i_1, xor2_1, buf_2
slowest_delay_ns = 0.31
crit_path_end_kind = primary output
crit_buf_inv = 2
crit_top_cell = a211o_1
cp-start-kind = input pin
cp_data_arrival_time_ns = 1.89
crit_required_ns = 1.84
path_delay_family = AND-OR/OR-AND gates
path_class = input pin to primary output

[drt]
wirelength_um = 857
vias = 320
drtIter0Drc = 0
avgRoutedWirePerCell_um = 8.40
n_antenna_cell = 0
drc = 0
ant_nets = 0
first_pass_iters = 1
viasPerCell = 3.14

[power]
p_leak_nw = 0.219
cellPowerDensity_nw_per_um2 = 202
total_power_w = 0.000113
irDropWorstVdd_mv = 0.0808

[placed_design]
place.detailed.hpwl_um = 699
place_congestion = 0.646
dpl_cell_area_um2 = 495
port_buffers = 14
placedCellCount = 99

[logic_synthesis]
syn_inst = 36
ys_seq_share_pct = 0
yosys.cell_types.count = 18
yosys_area_um2 = 275
top_cells_by_count = 4 x buf_4, 4 x ha_1, 4 x nand2_1
synth_area_um2 = 275
yosys-stat-cells = 36
top_area_share_pct = 18.2
topCellsByArea = ha_1 18%, buf_4 11%, xnor2_1 9.5%
syn-mean-instance-area_um2 = 7.65
yosys_warnings = 0
synth.largest_area_cell = ha_1

[hold_path]
worstHoldPathType = input pin to primary output

[run_status]
status = finished, violations left
failed_checks = setup timing

[flow_run]
tool_warnings = 34
max_cap_violations = 0

-- final timing paths --
check	start	to	slack (ns)	cells past startpoint
max	a[0]	sum[3]	-0.05	8
min	b[0]	sum[0]	1.57	4
-- cell type report --
type | instances | share of cell area, %
well taps | 46 | 10.3
multi-input cells | 32 | 52.5
repair buffers | 24 | 37.3
-- layer usage --
metal / wire length (µm) / up-vias / share of wire [%]
met5: 0 / - / 0
met4: 0 / 0 / 0
met3: 132 / 0 / 15
met2: 276 / 13 / 32
met1: 448 / 137 / 52
li1: - / 170 / -
-- layout by cell type (no fill, tap or decap) --
master / count
nor2_1: 3
a21oi_2: 1
nand2_1: 3
nor2b_2: 1
ha_1: 2
mux2i_1: 1
ha_4: 2
dlygate4sd2_1: 4
clkdlybuf4s50_1: 5
a211o_1: 2
a21boi_2: 1
o31a_1: 1
xor2_1: 2
nor3_2: 1
buf_6: 1
buf_4: 9
nand3_1: 3
nor2b_1: 1
clkbuf_2: 1
o311ai_4: 1
nand2_2: 1
nand4b_1: 1
buf_2: 2
o31ai_1: 1
nand3b_1: 1
buf_8: 2
xnor2_1: 3
-- through the flow --
stage,hold WS (ns),setup slack [ns]
after CTS,1.58,-0.113
final,1.57,-0.0537
after global routing,1.60,-0.129
after global placement,2.00,-0.830
after detailed placement,2.00,-0.871
after floorplan,1.03,0.0847
-- power breakdown --
group	switching (W)	internal, W	total [W]
Sequential	0	0	0
Combinational	0.0000423	0.0000707	0.000113
Clock	0	0	0
-- timing repair --
item | in CTS | in global routing
endpoints found under the setup margin | 5 | 3
pin swaps | 7 | 5
resized | 31 | 5
endpoints found under the hold margin | 0 | 0
hold buffers | 0 | 0
buffers inserted | 2 | 1
-- cell families (layout without fill, tap and decap cells) --
logic type      after synthesis  count (layout)  synth area share [%]
compound gates                7               7                  24.1
mux                           1               1                  3.64
buf+inv                       4              24                  10.9
xor+xnor                      5               5                  15.9
fa+ha+maj                     4               4                  18.2
simple gates                 15              15                  27.3
Power is estimated from default activity; no workload was simulated.
