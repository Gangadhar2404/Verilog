File: design/flow/design.v
module CLA(a,b,cin,sum,cout);
input [3:0]a,b;
input cin;
output [3:0]sum;
output cout;
wire [3:0]g,p,c;
assign g=a&b;
assign p=a^b;
assign c[0]=cin;
assign c[1]=g[0]|(p[0]&c[0]);
assign c[2]=g[1]|(p[1]&c[1]);
assign c[3]=g[2]|(p[2]&c[2]);
assign cout=g[3]|(p[3]&c[3]);
assign sum=p^c;
endmodule
File: design/flow/run.sh
#!/bin/bash
# OpenROAD 26Q1-2900-gdf79404cd8, Yosys 0.63+post, stock flow scripts
make -C /OpenROAD-flow-scripts/flow DESIGN_CONFIG=/design/flow/config.mk WORK_HOME=/design/flow/orfs finish
File: design/flow/config.mk
export PLATFORM = sky130hd
export DESIGN_NAME = CLA
export DESIGN_NICKNAME = CLA
export VERILOG_FILES = /design/flow/design.v
export SDC_FILE = /design/flow/constraint.sdc
export NUM_CORES = 4
export LEC_CHECK = 1
export CORE_AREA = 10 10 70 70
export DIE_AREA = 0 0 80 80
File: design/flow/constraint.sdc
current_design CLA

set clk_period 3.0
set clk_io_pct 0.2

create_clock -name clk0 -period $clk_period

set non_clock_inputs [all_inputs -no_clocks]
set_input_delay [expr $clk_period * $clk_io_pct] -clock clk0 $non_clock_inputs
set_output_delay [expr $clk_period * $clk_io_pct] -clock clk0 [all_outputs]
==> metrics.json <==
{
  "setup_path": {
    "worst-setup-path-type": "in2out",
    "critical_path.endpoint_type": "primary output",
    "cp.required_ns": 2.40,
    "critPathTopFamily": "adder cells",
    "path_max_fanout": 1,
    "critical_path_cell_sequence": "buf_2 -> inv_2 -> fa_2 -> inv_2 -> fa_2 -> fa_2 -> inv_2 -> fa_1 -> inv_1 -> buf_2",
    "crit_path_start_kind": "input port",
    "cp.buffers_inverters": 6,
    "worst_ep_arrival_time_ns": 2.28,
    "max_stage_delay_ns": 0.40,
    "critical_path.slowest_cell": "sky130_fd_sc_hd__fa_1",
    "crit_path_start": "b[0]"
  },
  "logic_synthesis": {
    "synth_area_in_xor_xnor_pct": 0,
    "yosys.area_share.simple_pct": 0,
    "top_logic_kind": "adder cells",
    "ys_chip_area_sq_um": 118,
    "synthTopCellsByArea": "sky130_fd_sc_hd__fa_1, sky130_fd_sc_hd__inv_1",
    "synth.top_cell.area_share_pct": 68.1,
    "synth.yosys.num_cells": 14,
    "ys.warnings.count": 0,
    "seq_area_frac_synth_pct": 0,
    "synth.largest_area_cell": "sky130_fd_sc_hd__fa_1",
    "yosys-mux-area-fraction_pct": 0,
    "synth-compound-area-share_pct": 0,
    "post_synth_num_cell_types": 2,
    "netlist_area_sq_um": 118,
    "ys_sh_adder_pct": 68.1,
    "avgSynthCellArea_sq_um": 8.40,
    "synthCells": 14
  },
  "clocking": {
    "cts_hold_buf": 0,
    "number_of_setup_buffers_added_after_cts": 0
  },
  "final_timing": {
    "postLayoutSetupSlackWorst_ns": 0.120,
    "grt_setup_unrepaired": "no",
    "maxClockFrequency_ghz": 0.347,
    "transition_time_at_the_pin_with_the_least_slew_margin_ns": 0.0994,
    "report.final.slew_viol_count": 0,
    "report.final.setup_viol": 0,
    "final_period_minus_worst_setup_slack_ns": 2.88,
    "max_slew_margin_pct": 93.4,
    "final-hold-violation-count": 0,
    "fin_crit_sh_pct": 96.0
  },
  "routing": {
    "detail_route.first_pass.iterations": 1,
    "drc_violation_count_after_routing": 0,
    "num_vias": 131,
    "antenna_left": 0,
    "via_density_per_instance": 1.77,
    "drt_first_iter_violations": 0,
    "drt-wirelength-per-cell_um": 5.92,
    "routed_wirelength_um": 438,
    "antennaDiodeCount": 0
  },
  "grt": {
    "initial_antenna_violation_count": 0,
    "globalRoute.totalOverflow": 0,
    "grt_start_max_net_pins": 2,
    "grt_pass1_vias": 127,
    "grt_util_all_layers_pct": 1.30,
    "first_pass_grt_wire_length_um": 655
  },
  "min_path": {
    "worstHoldStart": "b[1]",
    "min-delay-path-class": "in2out"
  },
  "final_layout": {
    "combGateArea_sq_um": 87.6,
    "area_growth_syn_to_layout_pct": 156,
    "flops": 0,
    "layout.filler_cells": 405,
    "num-clock-buffers": 0,
    "instances_no_fill": 74,
    "footprint_of_the_flip_flops_and_latches_sq_um": 0,
    "share_of_cells_above_drive_strength_1_pct": 42.9
  },
  "flow_run": {
    "max_cap_viol_count": 0,
    "openroad.warnings": 32
  },
  "placement": {
    "pre_cts_slack_ns": -0.701,
    "port_buffer_cells": 14,
    "dp_hpwl_um": 437,
    "place_congestion": 0.785,
    "numPlacedInstances": 74
  },
  "floorplan": {
    "ioPinCount": 14,
    "fp.dieW_um": 80,
    "placeableCoreArea_sq_um": 3420,
    "floorplan.initialDensity_pct": 3.44,
    "site_rows": 21,
    "dieArea_sq_um": 6400,
    "die_height_um": 80
  },
  "power": {
    "power_w": 0.0000420,
    "leakage_power_nw": 0.143,
    "power_density_nw_per_um2": 139,
    "ir_drop_v": 0.0000369
  },
  "status": {
    "status": "finished, final reports clean"
  }
}
==> worst paths after layout <==
| path | slack, ns | end | depth (start not counted) |
|---|---|---|---|
| max | 0.12 | sum[3] | 10 |
| min | 1.95 | sum[2] | 4 |
==> synth_stat cells <==
cell and instances:
sky130_fd_sc_hd__fa_1 4, sky130_fd_sc_hd__inv_1 10
==> cell usage in the layout, fill, tap and decap left out <==
cell                              Yosys  routed
sky130_fd_sc_hd__fa_1                 4       1
sky130_fd_sc_hd__dlygate4sd2_1        0       3
sky130_fd_sc_hd__inv_1               10       5
sky130_fd_sc_hd__buf_2                0       4
sky130_fd_sc_hd__dlymetal6s2s_1       0       1
sky130_fd_sc_hd__clkdlybuf4s50_1      0       6
sky130_fd_sc_hd__fa_2                 0       3
sky130_fd_sc_hd__inv_2                0       5
==> area by class of cell <==
cell class	count	area share (%)
repair buffers	14	39.4
multi-input cells	4	29.0
well taps	46	19.1
inverters	10	12.4
==> metal layers <==
layer	part of all wire (%)	track usage [%]	wire (um)
met3	24	1.02	107
met5	0	0	0
met2	31	1.69	134
met4	0	0	0
met1	45	1.74	195
==> through the flow <==
step	hold slack [ns]	setup TNS [ns]	cell area [sq um]	util, %
finish	1.95	0	302	8.83
global route	2.01	0	302	8.83
CTS	1.96	0	299	8.75
detailed placement	2.28	-1.59	315	9.23
global placement	2.24	-1.44	315	9.23
floorplan	1.31	0	118	-
==> kinds of logic after synthesis <==
group | after synthesis
buffers and inverters | 10
adder cells (fa/ha/maj) | 4
==> report_power, final <==
group          internal [W]  total (W)  switching, W  leakage, nW
clock network             0          0             0            0
logic             0.0000277  0.0000420     0.0000144        0.143
registers                 0          0             0            0
total             0.0000277  0.0000420     0.0000144        0.143
==> worst min-delay path, stage by stage <==
cell                             delay, ns
sky130_fd_sc_hd__dlymetal6s2s_1       0.11
sky130_fd_sc_hd__fa_2                 0.23
sky130_fd_sc_hd__fa_2                 0.19
sky130_fd_sc_hd__dlygate4sd2_1        0.22
==> timing repair <==
item                       in CTS  in global routing
setup endpoints to repair       4                  1
pin swaps                       4                  3
gates resized                  23                  2
No activity file was given, so power comes from the tool's default toggle rates.
